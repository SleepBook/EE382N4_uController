[flow/design.v]
`timescale 1ns / 1ps
module dly # (
    parameter integer DATA_WIDTH = 18,
    parameter integer CYC_DLY = 1
)
(
    input wire clk,
    input wire rstn,
    input wire [DATA_WIDTH-1:0] din,
    output wire [DATA_WIDTH-1:0] dout
    );
    reg [DATA_WIDTH-1:0] dlys [CYC_DLY-1:0];
    always @ (posedge clk)
    begin
        if(1'b0 == rstn)
        begin
            dlys[0][DATA_WIDTH-1:0] <= {DATA_WIDTH{1'b0}};
        end
        else
        begin
            dlys[0][DATA_WIDTH-1:0] <= din[DATA_WIDTH-1:0];
        end
    end
    genvar i;
    generate
    for(i = 1; i < CYC_DLY; i = i + 1)
    begin
        always @ (posedge clk)
        begin
            if(1'b0 == rstn)
            begin
                dlys[i][DATA_WIDTH-1:0] <= {DATA_WIDTH{1'b0}};
            end
            else
            begin
                dlys[i][DATA_WIDTH-1:0] <= dlys[i-1][DATA_WIDTH-1:0];
            end
        end
    end
    endgenerate
    assign dout = dlys[CYC_DLY-1][DATA_WIDTH-1:0];
endmodule
[flow/run.sh]
#!/bin/bash
# OpenROAD 26Q1-2900-gdf79404cd8, Yosys 0.63+post, stock flow scripts
make -C /OpenROAD-flow-scripts/flow DESIGN_CONFIG=/design/flow/config.mk WORK_HOME=/design/flow/orfs finish
[flow/config.mk]
export PLATFORM = sky130hd
export DESIGN_NAME = dly
export DESIGN_NICKNAME = dly
export VERILOG_FILES = /design/flow/design.v
export SDC_FILE = /design/flow/constraint.sdc
export NUM_CORES = 4
export LEC_CHECK = 1
export CORE_AREA = 10 10 79 79
export DIE_AREA = 0 0 89 89
[flow/constraint.sdc]
current_design dly

set clk_period 1.0
set clk_io_pct 0.2

create_clock -name clk0 -period $clk_period [get_ports {clk}]

set non_clock_inputs [all_inputs -no_clocks]
set_input_delay [expr $clk_period * $clk_io_pct] -clock clk0 $non_clock_inputs
set_output_delay [expr $clk_period * $clk_io_pct] -clock clk0 [all_outputs]
==> impl_metrics.json <==
{
  "syn_area_um2": 502,
  "grt_max_degree": 13,
  "startpoint_type": "flop",
  "synth_adder_area_share_pct": 0,
  "met1_length_um": 593,
  "die_y_um": 89,
  "holdBufCountCts": 0,
  "cp_slowest_stage_delay_ns": 0.30,
  "ioPinCount": 38,
  "cp.buffers_inverters": 1,
  "cts_buffer_depth": 2,
  "clockRootBuffer": "clkbuf_8",
  "cts_buffers": 3,
  "setup_viol": 0,
  "period_used_pct": 97.3,
  "synth_area_leader_cell": "dfxtp_1",
  "synth-xor-area-share_pct": 0,
  "die_width_um": 89,
  "area_delta_synth_final_pct": 99.0,
  "yosysMostFrequentCell": "dfxtp_1",
  "irDropWorstVdd_mv": 0.584,
  "compound_area_share_pct": 0,
  "slew_headroom_pct": 93.0,
  "edf_count": 0,
  "cts_tree": "yes",
  "vias_per_cell": 2.89,
  "crit_family": "flip-flops",
  "path_cells": "dlygate4sd2_1",
  "largest_register": "dlys",
  "drive_above_1_share_pct": 30.4,
  "ant_nets": 0,
  "top_area_share_pct": 71.8,
  "ys_ff": 18,
  "top_layer_used": "met4",
  "clock.fmax_ghz": 1.03,
  "hold_path_startpoint": "din[12]",
  "common_cells": "dfxtp_1, and2_2, and2_1",
  "routed_wl_um": 1420,
  "end_kind": "output port",
  "gp_routability_congestion": 0.764,
  "hold_violations": 0,
  "fin_ws_ns": 0.0270,
  "drv_slew": 0,
  "largestRegisters": "dlys x18",
  "grt_pass1_wl_um": 2140,
  "path_clk_slew_ns": 0.06,
  "tool_warnings": 25,
  "leakagePower_uw": 0.000413,
  "hold_end": "dlys[0][12]$_SDFF_PN0_",
  "ys_cells": 37,
  "holdCritPathClass": "input port to flop",
  "synthArstFlopShare_pct": 0,
  "synth.distinct_cells": 4,
  "crit_arrival_ns": 0.77,
  "core-area_um2": 4660,
  "power_uw": 1500,
  "htree_levels": 1,
  "min_period_ns": 0.973,
  "die_area_um2": 7920,
  "fp_util_pct": 10.8,
  "met3WireLength_um": 298,
  "vias": 385,
  "simple_gate_share_pct": 25.9,
  "slowest_stage": "dfxtp_1",
  "yosysWarnings": 2,
  "ys_seq_share_pct": 71.8,
  "drt_iter0_drc": 9,
  "rsz0062_at_grt": "no",
  "rows": 25,
  "cp_max_fo": 1,
  "syn_inst": 37,
  "status": "finished clean",
  "synth_area_per_cell_um2": 13.6,
  "drv_cap": 0,
  "area_leaders": "dfxtp_1, and2_2, and2_1",
  "ys.flop_type": "dfxtp_1",
  "overflow": 0,
  "ys_sh_mux_pct": 0,
  "grt_pass1_vias": 441,
  "path_class": "flop to output port",
  "cts.sinks": 18,
  "largest_reg_flops": 18,
  "diodes": 0,
  "tightest_slew_ns": 0.104,
  "top_logic_kind": "simple AND/OR/NAND/NOR gates",
  "wl_per_cell_um": 10.7,
  "grt.total_usage_pct": 3.50,
  "drt-pass1-iter-count": 2,
  "io_buffer_count": 37,
  "hold_depth": 2,
  "post-place-ws_ns": -0.123,
  "power_density_nw_per_um2": 1500,
  "drcViolationCount": 0,
  "yosys-stat-area_um2": 502,
  "met2_length_um": 518,
  "worstPathRequired_ns": 0.80,
  "antenna_found_initial": 0
}
==> layout by cell type (no fill, tap or decap) <==
| master | Yosys | final |
|---|---|---|
| clkdlybuf4s15_1 | 0 | 14 |
| dfxtp_1 | 18 | 14 |
| dfxtp_2 | 0 | 4 |
| buf_4 | 0 | 2 |
| clkdlybuf4s50_1 | 0 | 19 |
| clkbuf_8 | 0 | 4 |
| and2_2 | 14 | 14 |
| dlygate4sd2_1 | 0 | 4 |
| and2_1 | 4 | 4 |
==> metal layers <==
metal	GRT usage [%]	vias up
li1	-	193
met1	3.84	159
met2	5.12	31
met3	3.21	2
met4	0.289	0
met5	0	-
==> cell type report <==
type / count / area [um^2]
tap: 54 / 67.6
clock buffer: 4 / 55.1
sequential: 18 / 365
multi-input combinational: 18 / 130
timing repair buffer: 39 / 380
fill: 502 / 3660
==> timing repair <==
item | CTS | global route
gates resized | 21 | 15
setup endpoints to repair | 18 | 11
setup buffers | 0 | 0
gates cloned | 0 | 0
pin swaps | 0 | 0
==> through the flow <==
stage	instance area (um^2)	utilization, %	cells	setup TNS (ns)	hold WS, ns
floorplan	502	-	37	0	0.327
global placement	943	20.2	129	-1.25	0.799
detailed placement	943	20.2	129	-1.70	0.791
CTS	980	21.0	133	0	0.528
global route	998	21.4	133	0	0.527
finish	998	21.4	133	0	0.529
==> cells by family (layout without fill, tap and decap cells) <==
logic type / after synthesis / in the layout
and+or+nand+nor: 18 / 18
buffers and inverters: 1 / 43
DFF: 18 / 18
==> power by group <==
part	total, uW	switching, uW	internal [uW]
logic	164	30.7	133
registers	766	8.99	757
clock network	567	218	349
total	1500	258	1240
==> worst max-delay path by stage <==
stage | start | endpoint | slack, ns | cells past startpoint
5_1_grt | dlys[0][14]$_SDFF_PN0_ | dout[14] | 0.0005 | 1
6_report | dlys[0][7]$_SDFF_PN0_ | dout[7] | 0.03 | 1
4_1_cts | dlys[0][4]$_SDFF_PN0_ | dout[4] | 0.002 | 1
No activity file was given, so power comes from the tool's default toggle rates.
