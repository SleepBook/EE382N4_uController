## design/flow/run.sh

```bash
#!/bin/bash
# OpenROAD 26Q1-2900-gdf79404cd8, Yosys 0.63+post, stock flow scripts
make -C /OpenROAD-flow-scripts/flow DESIGN_CONFIG=/design/flow/config.mk WORK_HOME=/design/flow/orfs finish
```

## design/flow/design.v

```verilog
`timescale 1ns / 1ps
module FP_dly #
(
    parameter integer DELAY	= 12
)
(
    input clk,
    input wire [32:0] in,
    output wire [32:0] out
);
    reg [31:0] dly [DELAY-1:0];
    always @ (posedge clk)
    begin
        dly[0] <= in;
    end
    genvar idx;
    generate
    for (idx = 1; idx < DELAY; idx = idx + 1)
    begin
        always @ (posedge clk)
        begin
            dly[idx] <= dly[idx-1];
        end
    end
    endgenerate
    assign out = dly[DELAY-1];
endmodule
```

## design/flow/constraint.sdc

```tcl
current_design FP_dly

set clk_period 1.0
set clk_io_pct 0.2

create_clock -name clk0 -period $clk_period [get_ports {clk}]

set non_clock_inputs [all_inputs -no_clocks]
set_input_delay [expr $clk_period * $clk_io_pct] -clock clk0 $non_clock_inputs
set_output_delay [expr $clk_period * $clk_io_pct] -clock clk0 [all_outputs]
```

## design/flow/config.mk

```make
export PLATFORM = sky130hd
export DESIGN_NAME = FP_dly
export DESIGN_NICKNAME = FP_dly
export VERILOG_FILES = /design/flow/design.v
export SDC_FILE = /design/flow/constraint.sdc
export NUM_CORES = 4
export LEC_CHECK = 1
export CORE_UTILIZATION = 30
```

==> summary.txt <==
impl run done, here's what came out: synthesized area=roughly 7700 sq um, max FFs per register=384, Initial Utilization=30.57%, post-CTS sizing=103, Layout Skew=between 8 and 9 ps, clock-pin slew on the worst setup and hold paths=approximately 60 ps, result of the run=finished with violations, CTS H-tree depth=2, post-route insts no fill=approximately 840, WP buf/inv=1, clock latency on the worst-skew pair=about 490 ps, Chip Footprint=26310 sq um, CP max stage cell=dfxtp_2, synthesized area per cell=19.94 sq um, number of warnings the tools reported=28, final hold viol count=0, final critical-path required period=1112 ps, CP delay by family, top=flip-flops, most instantiated logic cells after routing=375 x dfxtp_1, 37 x clkbuf_16, 32 x clkdlybuf4s50_1, 32 x buf_2, 9 x dfxtp_2, pwr dens=3018 nW/um^2, count of pins on the block boundary=about 67, violations in the final reports=setup timing, iteration count of the initial detailed-routing pass=3, Hold Path Stages=1, routed len/inst=8.458 um, largest vdd supply drop=0.001113 V, Routed Antenna Nets=0, Detail Placement HPWL=3.366 mm, number of synthesis warnings=2, fraction of layout instances using a drive strength above 1=19.88%, final tally of setup violations=32, CP Data Arrival Time=910 ps, sum of routed wire length over all layers=7.130 mm, sequential area share after synthesis=99.85%, setup repair after global routing missed its margin=yes, clock sink count=384, type of the worst setup path=flop to output port, height of the die=around 160 um, Peak Freq=around 0.90 GHz, DRC violations left=0, layout overhead on the synthesized area=26.99%, pin count of the biggest net entering global routing=18, end point of the worst hold path=dly[0][0]$_DFF_P_, global-route wire length before repair=11.87 mm, number of global-route vias before repair=2493, 1st-iter DRT viols=106, total gr overflow=0, worst-path fanout max=1, min-delay src=in[0], count of input and output buffers=64, proportion of netlist area held by the largest area contributor=99.85%, count of hold buffers inserted by post-cts repair=0, Yosys Instances=between 300 and 400, clock root buffer=clkbuf_16, number of max-slew violations in the final report=0, std cell rows=58, CTS tree=built, top area cells in the synthesized netlist=dfxtp_1 100%, buf_4 0.098%, conb_1 0.049%, cell type with the largest total area=dfxtp_1, number of buffers created by CTS=36, summed standard-cell area reported by yosys=7699 sq um, biggest regs=dly (384), routability congestion estimate=0.6493, slack of the worst reg-to-reg path=around 570 ps, number of gates on the worst path with buffers counted=1, flip-flop and latch count after synthesis=roughly 380, register bank with the most flops=dly, max cap viols=0, Cell variety after synth=3, data required time at the worst endpoint=800 ps, vias per inst=2.972, via count=roughly 2.5k, die width=about 160 um, tightest hold margin=between 150 and 200 ps, Post-Syn Instances=386, leak pwr=4.064 nW, Tightest Hold Check Type=input port to flop, number of antenna violations at the first check in global routing=0, area inside the core boundary=25180 sq um, post-route fraction of the period consumed by the critical path=111.2%, most common cell after layout, fill and taps aside=dfxtp_1, instance count after placement with tap cells included=779, deepest clock path buffer count=3, Area after DPL=8745 sq um, global-route usage over all layers=5.653%, cells along the critical path=buf_2, setup bufs post-CTS=0, beginning of the worst register-to-register path=dly[10][16]$_DFF_P_, Slowest Stage Delay on Critical Path=~310 ps, cell area after layout=9777 sq um, Worst Setup Start Kind=flop, Critical Path End Type=output port, critical register-to-register path endpoint=dly[11][16]$_DFF_P_, Final WS setup=-111.8 ps, n_diodes=0, worst reg-to-reg path cell count=0
cell type report:
class / count / area (sq um)
Clock buffer: 41 / 950.9
Sequential cell: 384 / 7699
Fill cell: 2225 / 15400
Multi-Input combinational cell: 1 / 3.754
Timing Repair Buffer: 64 / 480.5
Clock inverter: 23 / 230.2
Tap cell: 330 / 412.9
Yosys cell counts (all sizes together):
cell / n
dfxtp: 384
conb: 1
buf: 1
metrics by stage:
step / total power [W] / worst slack, ps / util, % / setup TNS [ps]
detailed placement: 0.01687 / 32.29 / 34.73 / 0
global route: 0.03071 / -161.3 / 38.83 / -4466
finish: 0.02951 / -111.8 / 38.83 / -2836
global placement: 0.01685 / 49.64 / 34.73 / 0
floorplan: 0.01655 / 538.5 / - / 0
CTS: 0.02996 / -143.2 / 38.82 / -3901
report_power, final:
group / switching, W / internal [W] / leakage, nW
combinational: 0.0000246 / 0.000149 / 0.254
clock: 0.00533 / 0.00771 / 0.569
sequential: 0.000167 / 0.0161 / 3.24
total: 0.00552 / 0.0240 / 4.06
worst max-delay path by stage:
stage | startpoint | slack (ps) | end
4_1_cts | dly[11][15]$_DFF_P_ | -140 | out[15]
5_1_grt | dly[11][10]$_DFF_P_ | -160 | out[10]
6_report | dly[11][10]$_DFF_P_ | -110 | out[10]
cell families (layout without fill, tap and decap cells):
family | count (synthesis) | count (layout) | share of synthesized area [%]
buffers and inverters | 1 | 128 | 0.09755
other | 1 | 1 | 0.04871
flip-flops | 384 | 384 | 99.85
routing by layer:
metal  part of all wire, %  wire length [um]  GRT usage [%]  up-vias
li1                      -                 -              -     1392
met1                    54              3849          9.406     1006
met2                    33              2319          6.301       75
met3                   8.0               570          2.214       32
met4                   5.5               391          2.959        0
met5                     0                 0              0        -
Power figures rest on the tool's default switching activity, not on a simulated workload.
